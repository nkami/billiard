**flow/run.sh**
```bash
#!/bin/bash
# OpenROAD 26Q1-2900-gdf79404cd8, Yosys 0.63+post, stock flow scripts
make -C /OpenROAD-flow-scripts/flow DESIGN_CONFIG=/design/flow/config.mk WORK_HOME=/design/flow/orfs finish
```
**flow/config.mk**
```make
export PLATFORM = sky130hd
export DESIGN_NAME = stick_move
export DESIGN_NICKNAME = stick_move
export VERILOG_FILES = /design/flow/design.v
export SDC_FILE = /design/flow/constraint.sdc
export NUM_CORES = 4
export LEC_CHECK = 1
export CORE_UTILIZATION = 30
```
**flow/constraint.sdc**
```tcl
current_design stick_move

set clk_period 39.8
set clk_io_pct 0.2

create_clock -name clk0 -period $clk_period [get_ports {clk}]

set non_clock_inputs [all_inputs -no_clocks]
set_input_delay [expr $clk_period * $clk_io_pct] -clock clk0 $non_clock_inputs
set_output_delay [expr $clk_period * $clk_io_pct] -clock clk0 [all_outputs]
```
**flow/design.v**
```verilog
module stick_move 	
 ( 
   input	   logic  clk,
	input	   logic  resetN, 
	input	   logic  startOfFrame,
	input	   logic  up_pressed,
	input	   logic  down_pressed,
	input	   logic  space_pressed,
	input	   logic  game_state,
	input	   logic  no_moving_flag,
	input	   logic  [10:0] whiteBallTopLeftX,
	input	   logic  [10:0] whiteBallTopLeftY,
	output   logic  [10:0] stickCenterX,
	output   logic  [10:0] stickCenterY,
   output   int velocityX,
	output   int velocityY,
	output   logic  [9:0] angle
  ) ;
localparam int MAX_ANGLE = 359;
const logic [0:MAX_ANGLE] [15:0] sin_table = {16'h0000,16'h0008,16'h0011,16'h001A,16'h0023,16'h002C,16'h0035,16'h003E,16'h0047,16'h0050,16'h0058,16'h0061,
16'h006A,16'h0073,16'h007B,16'h0084,16'h008D,16'h0095,16'h009E,16'h00A6,16'h00AF,16'h00B7,16'h00BF,16'h00C8,16'h00D0,16'h00D8,16'h00E0,16'h00E8,16'h00F0,
16'h00F8,16'h00FF,16'h0107,16'h010F,16'h0116,16'h011E,16'h0125,16'h012C,16'h0134,16'h013B,16'h0142,16'h0149,16'h014F,16'h0156,16'h015D,16'h0163,16'h016A,
16'h0170,16'h0176,16'h017C,16'h0182,16'h0188,16'h018D,16'h0193,16'h0198,16'h019E,16'h01A3,16'h01A8,16'h01AD,16'h01B2,16'h01B6,16'h01BB,16'h01BF,16'h01C4,
16'h01C8,16'h01CC,16'h01D0,16'h01D3,16'h01D7,16'h01DA,16'h01DD,16'h01E1,16'h01E4,16'h01E6,16'h01E9,16'h01EC,16'h01EE,16'h01F0,16'h01F2,16'h01F4,16'h01F6,
16'h01F8,16'h01F9,16'h01FB,16'h01FC,16'h01FD,16'h01FE,16'h01FE,16'h01FF,16'h01FF,16'h01FF,16'h0200,16'h01FF,16'h01FF,16'h01FF,16'h01FE,16'h01FE,16'h01FD,
16'h01FC,16'h01FB,16'h01F9,16'h01F8,16'h01F6,16'h01F4,16'h01F2,16'h01F0,16'h01EE,16'h01EC,16'h01E9,16'h01E6,16'h01E4,16'h01E1,16'h01DD,16'h01DA,16'h01D7,
16'h01D3,16'h01D0,16'h01CC,16'h01C8,16'h01C4,16'h01BF,16'h01BB,16'h01B6,16'h01B2,16'h01AD,16'h01A8,16'h01A3,16'h019E,16'h0198,16'h0193,16'h018D,16'h0188,
16'h0182,16'h017C,16'h0176,16'h0170,16'h016A,16'h0163,16'h015D,16'h0156,16'h014F,16'h0149,16'h0142,16'h013B,16'h0134,16'h012C,16'h0125,16'h011E,16'h0116,
16'h010F,16'h0107,16'h00FF,16'h00F8,16'h00F0,16'h00E8,16'h00E0,16'h00D8,16'h00D0,16'h00C8,16'h00BF,16'h00B7,16'h00AF,16'h00A6,16'h009E,16'h0095,16'h008D,
16'h0084,16'h007B,16'h0073,16'h006A,16'h0061,16'h0058,16'h0050,16'h0047,16'h003E,16'h0035,16'h002C,16'h0023,16'h001A,16'h0011,16'h0008,16'h0000,16'hFFF8,
16'hFFEF,16'hFFE6,16'hFFDD,16'hFFD4,16'hFFCB,16'hFFC2,16'hFFB9,16'hFFB0,16'hFFA8,16'hFF9F,16'hFF96,16'hFF8D,16'hFF85,16'hFF7C,16'hFF73,16'hFF6B,16'hFF62,
16'hFF5A,16'hFF51,16'hFF49,16'hFF41,16'hFF38,16'hFF30,16'hFF28,16'hFF20,16'hFF18,16'hFF10,16'hFF08,16'hFF00,16'hFEF9,16'hFEF1,16'hFEEA,16'hFEE2,16'hFEDB,
16'hFED4,16'hFECC,16'hFEC5,16'hFEBE,16'hFEB7,16'hFEB1,16'hFEAA,16'hFEA3,16'hFE9D,16'hFE96,16'hFE90,16'hFE8A,16'hFE84,16'hFE7E,16'hFE78,16'hFE73,16'hFE6D,
16'hFE68,16'hFE62,16'hFE5D,16'hFE58,16'hFE53,16'hFE4E,16'hFE4A,16'hFE45,16'hFE41,16'hFE3C,16'hFE38,16'hFE34,16'hFE30,16'hFE2D,16'hFE29,16'hFE26,16'hFE23,
16'hFE1F,16'hFE1C,16'hFE1A,16'hFE17,16'hFE14,16'hFE12,16'hFE10,16'hFE0E,16'hFE0C,16'hFE0A,16'hFE08,16'hFE07,16'hFE05,16'hFE04,16'hFE03,16'hFE02,16'hFE02,
16'hFE01,16'hFE01,16'hFE01,16'hFE00,16'hFE01,16'hFE01,16'hFE01,16'hFE02,16'hFE02,16'hFE03,16'hFE04,16'hFE05,16'hFE07,16'hFE08,16'hFE0A,16'hFE0C,16'hFE0E,
16'hFE10,16'hFE12,16'hFE14,16'hFE17,16'hFE1A,16'hFE1C,16'hFE1F,16'hFE23,16'hFE26,16'hFE29,16'hFE2D,16'hFE30,16'hFE34,16'hFE38,16'hFE3C,16'hFE41,16'hFE45,
16'hFE4A,16'hFE4E,16'hFE53,16'hFE58,16'hFE5D,16'hFE62,16'hFE68,16'hFE6D,16'hFE73,16'hFE78,16'hFE7E,16'hFE84,16'hFE8A,16'hFE90,16'hFE96,16'hFE9D,16'hFEA3,
16'hFEAA,16'hFEB1,16'hFEB7,16'hFEBE,16'hFEC5,16'hFECC,16'hFED4,16'hFEDB,16'hFEE2,16'hFEEA,16'hFEF1,16'hFEF9,16'hFF00,16'hFF08,16'hFF10,16'hFF18,16'hFF20,
16'hFF28,16'hFF30,16'hFF38,16'hFF41,16'hFF49,16'hFF51,16'hFF5A,16'hFF62,16'hFF6B,16'hFF73,16'hFF7C,16'hFF85,16'hFF8D,16'hFF96,16'hFF9F,16'hFFA8,16'hFFB0,
16'hFFB9,16'hFFC2,16'hFFCB,16'hFFD4,16'hFFDD,16'hFFE6,16'hFFEF,16'hFFF8  };
 const logic [0:MAX_ANGLE] [15:0] cos_table = {16'h0200,16'h01FF,16'h01FF,16'h01FF,16'h01FE,16'h01FE,16'h01FD,16'h01FC,16'h01FB,16'h01F9,16'h01F8,16'h01F6,
16'h01F4,16'h01F2,16'h01F0,16'h01EE,16'h01EC,16'h01E9,16'h01E6,16'h01E4,16'h01E1,16'h01DD,16'h01DA,16'h01D7,16'h01D3,16'h01D0,16'h01CC,16'h01C8,16'h01C4,
16'h01BF,16'h01BB,16'h01B6,16'h01B2,16'h01AD,16'h01A8,16'h01A3,16'h019E,16'h0198,16'h0193,16'h018D,16'h0188,16'h0182,16'h017C,16'h0176,16'h0170,16'h016A,
16'h0163,16'h015D,16'h0156,16'h014F,16'h0149,16'h0142,16'h013B,16'h0134,16'h012C,16'h0125,16'h011E,16'h0116,16'h010F,16'h0107,16'h0100,16'h00F8,16'h00F0,
16'h00E8,16'h00E0,16'h00D8,16'h00D0,16'h00C8,16'h00BF,16'h00B7,16'h00AF,16'h00A6,16'h009E,16'h0095,16'h008D,16'h0084,16'h007B,16'h0073,16'h006A,16'h0061,
16'h0058,16'h0050,16'h0047,16'h003E,16'h0035,16'h002C,16'h0023,16'h001A,16'h0011,16'h0008,16'h0000,16'hFFF8,16'hFFEF,16'hFFE6,16'hFFDD,16'hFFD4,16'hFFCB,
16'hFFC2,16'hFFB9,16'hFFB0,16'hFFA8,16'hFF9F,16'hFF96,16'hFF8D,16'hFF85,16'hFF7C,16'hFF73,16'hFF6B,16'hFF62,16'hFF5A,16'hFF51,16'hFF49,16'hFF41,16'hFF38,
16'hFF30,16'hFF28,16'hFF20,16'hFF18,16'hFF10,16'hFF08,16'hFF01,16'hFEF9,16'hFEF1,16'hFEEA,16'hFEE2,16'hFEDB,16'hFED4,16'hFECC,16'hFEC5,16'hFEBE,16'hFEB7,
16'hFEB1,16'hFEAA,16'hFEA3,16'hFE9D,16'hFE96,16'hFE90,16'hFE8A,16'hFE84,16'hFE7E,16'hFE78,16'hFE73,16'hFE6D,16'hFE68,16'hFE62,16'hFE5D,16'hFE58,16'hFE53,
16'hFE4E,16'hFE4A,16'hFE45,16'hFE41,16'hFE3C,16'hFE38,16'hFE34,16'hFE30,16'hFE2D,16'hFE29,16'hFE26,16'hFE23,16'hFE1F,16'hFE1C,16'hFE1A,16'hFE17,16'hFE14,
16'hFE12,16'hFE10,16'hFE0E,16'hFE0C,16'hFE0A,16'hFE08,16'hFE07,16'hFE05,16'hFE04,16'hFE03,16'hFE02,16'hFE02,16'hFE01,16'hFE01,16'hFE01,16'hFE00,16'hFE01,
16'hFE01,16'hFE01,16'hFE02,16'hFE02,16'hFE03,16'hFE04,16'hFE05,16'hFE07,16'hFE08,16'hFE0A,16'hFE0C,16'hFE0E,16'hFE10,16'hFE12,16'hFE14,16'hFE17,16'hFE1A,
16'hFE1C,16'hFE1F,16'hFE23,16'hFE26,16'hFE29,16'hFE2D,16'hFE30,16'hFE34,16'hFE38,16'hFE3C,16'hFE41,16'hFE45,16'hFE4A,16'hFE4E,16'hFE53,16'hFE58,16'hFE5D,
16'hFE62,16'hFE68,16'hFE6D,16'hFE73,16'hFE78,16'hFE7E,16'hFE84,16'hFE8A,16'hFE90,16'hFE96,16'hFE9D,16'hFEA3,16'hFEAA,16'hFEB1,16'hFEB7,16'hFEBE,16'hFEC5,
16'hFECC,16'hFED4,16'hFEDB,16'hFEE2,16'hFEEA,16'hFEF1,16'hFEF9,16'hFF00,16'hFF08,16'hFF10,16'hFF18,16'hFF20,16'hFF28,16'hFF30,16'hFF38,16'hFF41,16'hFF49,
16'hFF51,16'hFF5A,16'hFF62,16'hFF6B,16'hFF73,16'hFF7C,16'hFF85,16'hFF8D,16'hFF96,16'hFF9F,16'hFFA8,16'hFFB0,16'hFFB9,16'hFFC2,16'hFFCB,16'hFFD4,16'hFFDD,
16'hFFE6,16'hFFEF,16'hFFF8,16'h0000,16'h0008,16'h0011,16'h001A,16'h0023,16'h002C,16'h0035,16'h003E,16'h0047,16'h0050,16'h0058,16'h0061,16'h006A,16'h0073,
16'h007B,16'h0084,16'h008D,16'h0095,16'h009E,16'h00A6,16'h00AF,16'h00B7,16'h00BF,16'h00C8,16'h00D0,16'h00D8,16'h00E0,16'h00E8,16'h00F0,16'h00F8,16'h0100,
16'h0107,16'h010F,16'h0116,16'h011E,16'h0125,16'h012C,16'h0134,16'h013B,16'h0142,16'h0149,16'h014F,16'h0156,16'h015D,16'h0163,16'h016A,16'h0170,16'h0176,
16'h017C,16'h0182,16'h0188,16'h018D,16'h0193,16'h0198,16'h019E,16'h01A3,16'h01A8,16'h01AD,16'h01B2,16'h01B6,16'h01BB,16'h01BF,16'h01C4,16'h01C8,16'h01CC,
16'h01D0,16'h01D3,16'h01D7,16'h01DA,16'h01DD,16'h01E1,16'h01E4,16'h01E6,16'h01E9,16'h01EC,16'h01EE,16'h01F0,16'h01F2,16'h01F4,16'h01F6,16'h01F8,16'h01F9,
16'h01FB,16'h01FC,16'h01FD,16'h01FE,16'h01FE,16'h01FF,16'h01FF,16'h01FF };
parameter int INITIAL_X = 320;  
parameter int INITIAL_Y = 240;  
parameter int INITIAL_VELOCITY = 10;  
parameter int MAX_VELOCITY = 510;
int BALLWIDTH = 16;
int BALLHEIGHT = 16;
int VELOCITY_ABS = 5;  
int velX_temp;
int velY_temp;
int SIN,COS;
assign SIN = {{16{sin_table[angle][15]}},sin_table[angle]};
assign COS = {{16{cos_table[angle][15]}},cos_table[angle]};
always_ff @(posedge clk or negedge resetN) begin
if(!resetN)
	begin
		stickCenterX	<= INITIAL_X + BALLWIDTH/2;
		stickCenterY	<= INITIAL_Y + BALLHEIGHT/2;
	end
	else begin
			stickCenterX  	<= whiteBallTopLeftX + BALLWIDTH/2;
			stickCenterY	<= whiteBallTopLeftY + BALLHEIGHT/2;
	end
end  
always_ff @(posedge clk or negedge resetN) begin
	if(!resetN)
		angle	<= 0;
	else if (startOfFrame == 1'b1) begin
		if (no_moving_flag == 1'b0 || game_state == 1'b0) 
			angle	<= 0;
		else begin
			if (up_pressed == 1'b1) begin
				if (angle == MAX_ANGLE)
					angle <= 0;
				else
					angle++;
			end 
			else if (down_pressed == 1'b1) begin
				if (angle == 0)
					angle <= MAX_ANGLE;
				else
					angle--;
			end 
		end
	end
end  
always_ff @(posedge clk or negedge resetN) begin
	if(!resetN)
		VELOCITY_ABS	<= INITIAL_VELOCITY;
	else if (startOfFrame == 1'b1) begin
		if (no_moving_flag == 1'b0 || game_state == 1'b0) begin
			VELOCITY_ABS	<= INITIAL_VELOCITY;
		end 
		else if (space_pressed == 1'b1) begin
			if (VELOCITY_ABS < MAX_VELOCITY)
				VELOCITY_ABS<=VELOCITY_ABS+5;
		end
	end
end  
assign	velocityX = (VELOCITY_ABS*COS)/512;
assign	velocityY = (VELOCITY_ABS*SIN)/512; 
endmodule
```
==> flow_summary.yaml <==
# yosys + openroad results
run_status:
  status: "finished clean"
flow_run:
  tool_warnings: 27
  cap_violations: 0
synth:
  fa_ha_area_share_pct: 41.9
  yosysChipArea_sq_um: 36100
  ys_sh_aoi_pct: 16.5
  edf_count: 0
  xor_area_share_pct: 5.27
  numSynthFlops: 64
  avgSynthCellArea_sq_um: 8.17
  yosys_warnings: 1
  mux_share_pct: 0.204
  synthTopLogicFamily: "adder cells"
  ys_types: 119
  ys_cells: 4426
  ys_sh_simple_pct: 19.7
  synthCells: 4426
  async_flop_share_pct: 100
  yosysSeqAreaShare_pct: 4.47
  flop_cell: "dfrtp_1"
  syn-cell-area_sq_um: 36100
global_route:
  grt_max_degree: 87
  overflow: 0
  grt_antenna_before_repair: 7
  grt_pass1_vias: 33433
  grt_pass1_wl_mm: 219
  grt_use_total_pct: 25.2
power_and_ir_drop:
  pwr-share-clk_pct: 7.6
  leakage_nw: 18.6
  ir_drop_mv: 0.0491
  p_switching_uw: 695
  switching_share_pct: 57.9
  finalPower_mw: 1.20
  pwr_density_cell_nw_per_um2: 30.4
  pwr-share-seq_pct: 6.2
  intPower_uw: 505
  p_comb_share_pct: 86.2
setup_path:
  crit_slowest_cell: "ha_4"
  critical_path_class: "flip-flop to output pin"
  crit_path_max_fanout: 59
  end_kind: "output pin"
  startpoint_type: "flip-flop"
  cp.required_ps: 31840
  r2r_slack_ps: 36090
  cp_common_cell: "fa_1"
  cp.arrival_ps: 14920
  critPathMaxStageDelay_ps: 800
drt:
  viasPerCell: 5.50
  drt_first_pass_iters: 6
  drc: 0
  wirelength_mm: 146
  ant_nets: 0
  wl_per_cell_um: 24.4
  drtIter0Drc: 2732
  vias: 32904
die:
  num_io_pins: 126
  die_h_um: 349
  die_area_sq_um: 122000
  coreArea_sq_um: 119000
  rows: 126
  initCoreUtil_pct: 30.4
  dieWidth_um: 349
clocking:
  cts_root_buf: "clkbuf_16"
  insertion_delay_ps: 360
  cts.sinks: 64
  postCtsSetupBuffers: 0
  cts_inserted_buffers: 9
  post_cts_resized: 0
  cts_tree: "built"
  htree_levels: 3
  cts_hold_buf: 0
  clock_path_buffers: 2
  clk_pin_slew_ps: 60
hold_path:
  hold_path_class: "flip-flop to flip-flop"
placement:
  hpwlAfterDp_mm: 110
  port_buffers: 125
  gp_congestion: 1.11
  place_area_sq_um: 39100
  post-place-ws_ps: 17560
final_timing:
  tns_ps: 0
  final_hold_viol_count: 0
  clock_skew_ps: 7.63
  setup_violations: 0
  hold_ws_ps: 631
  rsz0062_at_grt: "no"
  slew_violations: 0
  finalCritPeriodShare_pct: 57.5
  maxSlewHeadroom_pct: 28.3
  fmax_mhz: 43.7
  setup_slack_ps: 16920
  worst_pin_slew_ps: 1060
  layout_min_cycle_time_ps: 22880
final_layout:
  design_area_sq_um: 39400
  lay_top_count: "inv_1"
  area_delta_synth_final_pct: 9.04
  layout-drive-gt1-share_pct: 6.38
  lay_top_cells: "702 x inv_1, 624 x fa_1, 368 x nand2_1"
==> flip-flops by register name, summed over array words and instances (netlist names) <==
register,count
VELOCITY_ABS,32
angle,10
stickCenterX,11
stickCenterY,11
==> power groups by stage <==
stage     Clock, mW  Combinational, mW  Sequential [mW]
4_1_cts      0.0931               1.03           0.0738
5_1_grt      0.0955               1.13           0.0744
6_report     0.0909               1.03           0.0740
==> worst paths after layout <==
check	from	end	depth (start not counted)
setup / recovery	angle[4]$_DFFE_PN0P_	velocityX[22]	40
hold / removal	angle[6]$_DFFE_PN0P_	angle[6]$_DFFE_PN0P_	2
setup reg to reg	VELOCITY_ABS[5]$_DFFE_PN0P_	VELOCITY_ABS[29]$_DFFE_PN0P_	10
hold reg to reg	angle[6]$_DFFE_PN0P_	angle[6]$_DFFE_PN0P_	2
max in group asynchronous	resetN	VELOCITY_ABS[1]$_DFFE_PN1P_	2
min in group asynchronous	resetN	stickCenterY[1]$_DFF_PN0_	1
==> synth_stat cells, drive strengths merged (21+ instances only) <==
master   count  area share (%)
o221ai      22            0.55
nand3       86             1.2
o22ai       26            0.49
and3        48            0.83
dfrtp       54             3.7
nand2      371             3.9
buf        144             2.4
xnor2      133             3.3
a31oi       47            0.87
fa         624              35
o21ai      206             2.9
and2       301             5.2
nor2b       71             1.2
a211oi      45            0.96
nand2b      42            0.73
inv        707             7.3
a21o        27            0.56
a21oi      198             2.8
nand4       37            0.64
o31ai       24            0.50
a221oi      24            0.58
clkbuf     206             2.1
nor2       230             2.4
nor3        79             1.2
a2111oi     21            0.56
o211ai      43            0.91
a311oi      21            0.51
xor2        59             1.4
ha         212             7.3
==> worst max-delay path: cells and delay by family (launching register included) <==
| kind | cells | cell delay (ps) |
|---|---|---|
| adders and majority gates | 10 | 4500 |
| DFF | 1 | 770 |
| and+or+nand+nor | 13 | 4240 |
| xor gates and xnor gates | 2 | 770 |
| buffers and inverters | 5 | 1790 |
| AOI/OAI and AO/OA | 10 | 2420 |
==> kinds of logic (layout without fill, tap and decap cells) <==
family,after synthesis,in the layout
fa+ha+maj,837,837
mux,7,7
buf+inv,1060,1009
xor+xnor,200,200
flops,64,64
simple gates,1379,1379
other cells,0,5
compound gates,879,879
==> metal layers <==
layer | up-vias | track usage, % | part of all wire, %
li1 | 14330 | - | -
met1 | 16456 | 33.1 | 39
met2 | 1623 | 39.0 | 46
met3 | 489 | 6.99 | 8.9
met4 | 6 | 12.3 | 6.2
met5 | - | 0.240 | 0.064
==> metrics by stage <==
step	std cells	utilization [%]
6_report	5980	33.2
5_1_grt	5975	33.2
4_1_cts	5975	33.2
3_5_place_dp	5959	32.9
3_3_place_gp	5959	32.9
2_1_floorplan	4426	-
==> area by class of cell <==
cell class	count	area, sq um
fillers	12327	79300
multi-input cells	3302	30300
inverters	710	2670
repair buffers	283	2450
well taps	1600	2000
flip-flops and latches	64	1620
clock buffers	11	243
clock inverters	5	80.1
diodes	5	12.5
No activity file was given, so power comes from the tool's default toggle rates.
