===== flow/design.v =====
module stick_object	
 ( 
   input	   logic  clk,
	input	   logic  resetN, 
	input		logic	 [10:0] pixelX,
	input		logic	 [10:0] pixelY,
	input	   logic  [10:0] stickCenterX,
	input	   logic  [10:0] stickCenterY,
	input	   logic  [9:0] angle,
	input	   logic  game_state,
	input	   logic  no_moving_flag,
	input		logic	 startOfFrame,
	input 	logic	 space_pressed,
	output	logic	 [7:0] RGB_out,
	output 	logic drawingRequest,
	output	logic strike
  ) ;
localparam int MAX_ANGLE = 359;
const logic [0:MAX_ANGLE] [15:0] tan_table = {16'h0000,16'h0008,16'h0011,16'h001A,16'h0023,16'h002C,16'h0035,16'h003E,16'h0047,16'h0051,16'h005A,16'h0063,
16'h006C,16'h0076,16'h007F,16'h0089,16'h0092,16'h009C,16'h00A6,16'h00B0,16'h00BA,16'h00C4,16'h00CE,16'h00D9,16'h00E3,16'h00EE,16'h00F9,16'h0104,16'h0110,
16'h011B,16'h0127,16'h0133,16'h013F,16'h014C,16'h0159,16'h0166,16'h0173,16'h0181,16'h0190,16'h019E,16'h01AD,16'h01BD,16'h01CD,16'h01DD,16'h01EE,16'h01FF,
16'h0212,16'h0225,16'h0238,16'h024C,16'h0262,16'h0278,16'h028F,16'h02A7,16'h02C0,16'h02DB,16'h02F7,16'h0314,16'h0333,16'h0354,16'h0376,16'h039B,16'h03C2,
16'h03EC,16'h0419,16'h0449,16'h047D,16'h04B6,16'h04F3,16'h0535,16'h057E,16'h05CE,16'h0627,16'h068A,16'h06F9,16'h0776,16'h0805,16'h08A9,16'h0968,16'h0A4A,
16'h0B57,16'h0CA0,16'h0E3B,16'h1049,16'h1307,16'h16DC,16'h1C99,16'h2629,16'h3945,16'h7294,16'h7800,16'h8D6C,16'hC6BB,16'hD9D7,16'hE367,16'hE924,16'hECF9,
16'hEFB7,16'hF1C5,16'hF360,16'hF4A9,16'hF5B6,16'hF698,16'hF757,16'hF7FB,16'hF88A,16'hF907,16'hF976,16'hF9D9,16'hFA32,16'hFA82,16'hFACB,16'hFB0D,16'hFB4A,
16'hFB83,16'hFBB7,16'hFBE7,16'hFC14,16'hFC3E,16'hFC65,16'hFC8A,16'hFCAC,16'hFCCD,16'hFCEC,16'hFD09,16'hFD25,16'hFD40,16'hFD59,16'hFD71,16'hFD88,16'hFD9E,
16'hFDB4,16'hFDC8,16'hFDDB,16'hFDEE,16'hFE00,16'hFE12,16'hFE23,16'hFE33,16'hFE43,16'hFE53,16'hFE62,16'hFE70,16'hFE7F,16'hFE8D,16'hFE9A,16'hFEA7,16'hFEB4,
16'hFEC1,16'hFECD,16'hFED9,16'hFEE5,16'hFEF0,16'hFEFC,16'hFF07,16'hFF12,16'hFF1D,16'hFF27,16'hFF32,16'hFF3C,16'hFF46,16'hFF50,16'hFF5A,16'hFF64,16'hFF6E,
16'hFF77,16'hFF81,16'hFF8A,16'hFF94,16'hFF9D,16'hFFA6,16'hFFAF,16'hFFB9,16'hFFC2,16'hFFCB,16'hFFD4,16'hFFDD,16'hFFE6,16'hFFEF,16'hFFF8,16'h0000,16'h0008,
16'h0011,16'h001A,16'h0023,16'h002C,16'h0035,16'h003E,16'h0047,16'h0051,16'h005A,16'h0063,16'h006C,16'h0076,16'h007F,16'h0089,16'h0092,16'h009C,16'h00A6,
16'h00B0,16'h00BA,16'h00C4,16'h00CE,16'h00D9,16'h00E3,16'h00EE,16'h00F9,16'h0104,16'h0110,16'h011B,16'h0127,16'h0133,16'h013F,16'h014C,16'h0159,16'h0166,
16'h0173,16'h0181,16'h0190,16'h019E,16'h01AD,16'h01BD,16'h01CD,16'h01DD,16'h01EE,16'h01FF,16'h0212,16'h0225,16'h0238,16'h024C,16'h0262,16'h0278,16'h028F,
16'h02A7,16'h02C0,16'h02DB,16'h02F7,16'h0314,16'h0333,16'h0354,16'h0376,16'h039B,16'h03C2,16'h03EC,16'h0419,16'h0449,16'h047D,16'h04B6,16'h04F3,16'h0535,
16'h057E,16'h05CE,16'h0627,16'h068A,16'h06F9,16'h0776,16'h0805,16'h08A9,16'h0968,16'h0A4A,16'h0B57,16'h0CA0,16'h0E3B,16'h1049,16'h1307,16'h16DC,16'h1C99,
16'h2629,16'h3945,16'h7294,16'h7800,16'h8D6C,16'hC6BB,16'hD9D7,16'hE367,16'hE924,16'hECF9,16'hEFB7,16'hF1C5,16'hF360,16'hF4A9,16'hF5B6,16'hF698,16'hF757,
16'hF7FB,16'hF88A,16'hF907,16'hF976,16'hF9D9,16'hFA32,16'hFA82,16'hFACB,16'hFB0D,16'hFB4A,16'hFB83,16'hFBB7,16'hFBE7,16'hFC14,16'hFC3E,16'hFC65,16'hFC8A,
16'hFCAC,16'hFCCD,16'hFCEC,16'hFD09,16'hFD25,16'hFD40,16'hFD59,16'hFD71,16'hFD88,16'hFD9E,16'hFDB4,16'hFDC8,16'hFDDB,16'hFDEE,16'hFE00,16'hFE12,16'hFE23,
16'hFE33,16'hFE43,16'hFE53,16'hFE62,16'hFE70,16'hFE7F,16'hFE8D,16'hFE9A,16'hFEA7,16'hFEB4,16'hFEC1,16'hFECD,16'hFED9,16'hFEE5,16'hFEF0,16'hFEFC,16'hFF07,
16'hFF12,16'hFF1D,16'hFF27,16'hFF32,16'hFF3C,16'hFF46,16'hFF50,16'hFF5A,16'hFF64,16'hFF6E,16'hFF77,16'hFF81,16'hFF8A,16'hFF94,16'hFF9D,16'hFFA6,16'hFFAF,
16'hFFB9,16'hFFC2,16'hFFCB,16'hFFD4,16'hFFDD,16'hFFE6,16'hFFEF,16'hFFF8 };
 const int INITIAL_DISTANCE = 10;
 parameter int DISTANCE_LIMIT = 100;  
 int CURRENT_DISTANCE,CURRENT_DISTANCE_D,MAX_DIST,MIN_DIST,BLUE_DIST;
 const int THICKNESS = 1;
 const int MULTIPLIER = 512;
 int tempX, tempY, tempcenterX, tempcenterY;
 int line_equation1, line_equation2, difference;
 int slope;
 logic is_in_line;
 int pixel_distance;
 always_comb begin
	pixel_distance = (pixelX - stickCenterX)*(pixelX - stickCenterX) + (pixelY - stickCenterY)*(pixelY - stickCenterY);
	slope = {{16{tan_table[angle][15]}},tan_table[angle]};  
	tempY = pixelY*MULTIPLIER; tempcenterY = stickCenterY*MULTIPLIER;  
	tempX = pixelX*MULTIPLIER; tempcenterX = stickCenterX*MULTIPLIER;  
	line_equation1 = (tempY - tempcenterY);  
	line_equation2 =  ((slope*(tempX-tempcenterX))/512);  
	difference = (line_equation1 - line_equation2)/MULTIPLIER;
	case (angle)
		9'd0: is_in_line = pixelY <= stickCenterY+THICKNESS && pixelY >= stickCenterY-THICKNESS && pixelX < stickCenterX;
		9'd90: is_in_line = pixelX <= stickCenterX+THICKNESS && pixelX >= stickCenterX-THICKNESS && pixelY < stickCenterY;
		9'd180: is_in_line = pixelY <= stickCenterY+THICKNESS && pixelY >= stickCenterY-THICKNESS && pixelX > stickCenterX;
		9'd270: is_in_line = pixelX <= stickCenterX+THICKNESS && pixelX >= stickCenterX-THICKNESS && pixelY > stickCenterY;
		default: begin
							is_in_line = ((angle < 90 && pixelX < stickCenterX	&& pixelY < stickCenterY) 
										|| (angle > 90 && angle < 180 && pixelX > stickCenterX	&& pixelY < stickCenterY)
										|| (angle > 180 && angle < 270 && pixelX > stickCenterX	&& pixelY > stickCenterY) 
										|| (angle > 270  && pixelX < stickCenterX	&& pixelY > stickCenterY));
							if ((angle <= 92 && angle >=88) || (angle <=272 && angle >=268))
								is_in_line = is_in_line && (difference>=-80 && difference <=80);
							else if ((angle <= 95 && angle >=85) || (angle <=275 && angle >=265))
								is_in_line = is_in_line && (difference>=-20 && difference <=20);
							else if ((angle <= 100 && angle >=80) || (angle <=280 && angle >=260))
								is_in_line = is_in_line && (difference>=-9 && difference <=9);		
							else if ((angle <= 110 && angle >=70) || (angle <=290 && angle >=250))
								is_in_line = is_in_line && (difference>=-3 && difference <=3);
							else
								is_in_line = is_in_line && (difference>=-1 && difference <=1);
					end  
	endcase
 end 
always_ff @(posedge clk or negedge resetN) begin
	if(!resetN) begin
		CURRENT_DISTANCE	<= INITIAL_DISTANCE;
	end
	else if (startOfFrame == 1'b1) begin
		CURRENT_DISTANCE_D <= CURRENT_DISTANCE;
		if (no_moving_flag == 1'b0 || game_state == 1'b0) begin
			CURRENT_DISTANCE	<= INITIAL_DISTANCE;
			strike <= 1'b0;
		end 
		else if (space_pressed == 1'b1) begin
			CURRENT_DISTANCE	<= (CURRENT_DISTANCE >= INITIAL_DISTANCE+DISTANCE_LIMIT) ? CURRENT_DISTANCE : CURRENT_DISTANCE+1;
			strike <= 1'b0;
		end
		else begin
			if (CURRENT_DISTANCE > INITIAL_DISTANCE) begin
				if (CURRENT_DISTANCE <= INITIAL_DISTANCE+3 && CURRENT_DISTANCE != INITIAL_DISTANCE && CURRENT_DISTANCE_D > CURRENT_DISTANCE) begin
					strike <= game_state && no_moving_flag;
					CURRENT_DISTANCE <= INITIAL_DISTANCE;
				end 
				else begin
					CURRENT_DISTANCE <= CURRENT_DISTANCE-3;
					strike <= 1'b0;
				end 
			end 
		end 
	end 
	else begin
		strike <= 1'b0;
	end
end  
 assign MIN_DIST = CURRENT_DISTANCE*CURRENT_DISTANCE;
 assign MAX_DIST = (CURRENT_DISTANCE+100)*(CURRENT_DISTANCE+100);
 assign BLUE_DIST = (CURRENT_DISTANCE+3)*(CURRENT_DISTANCE+3);
 always_ff @(posedge clk or negedge resetN) begin
	if(!resetN) begin
		drawingRequest <= 1'b0;
	end
	else begin	
			if (is_in_line && pixel_distance >=MIN_DIST && pixel_distance<= MAX_DIST)
				drawingRequest <= game_state && no_moving_flag;
			else
				drawingRequest <= 1'b0;
	end
end  
 always_ff @(posedge clk or negedge resetN) begin
	if(!resetN) begin
		RGB_out <= 8'b01000000;  
	end
	else begin	
			if (pixel_distance<= BLUE_DIST)
				RGB_out <= 8'b00000001;
			else
				RGB_out <= 8'b01000000;  
	end
end  
endmodule

===== flow/run.sh =====
#!/bin/bash
# OpenROAD 26Q1-2900-gdf79404cd8, Yosys 0.63+post, stock flow scripts
make -C /OpenROAD-flow-scripts/flow DESIGN_CONFIG=/design/flow/config.mk WORK_HOME=/design/flow/orfs finish

===== flow/config.mk =====
export PLATFORM = sky130hd
export DESIGN_NAME = stick_object
export DESIGN_NICKNAME = stick_object
export VERILOG_FILES = /design/flow/design.v
export SDC_FILE = /design/flow/constraint.sdc
export NUM_CORES = 4
export LEC_CHECK = 1
export CORE_UTILIZATION = 30

===== flow/constraint.sdc =====
current_design stick_object

set clk_period 14.4
set clk_io_pct 0.2

create_clock -name clk0 -period $clk_period [get_ports {clk}]

set non_clock_inputs [all_inputs -no_clocks]
set_input_delay [expr $clk_period * $clk_io_pct] -clock clk0 $non_clock_inputs
set_output_delay [expr $clk_period * $clk_io_pct] -clock clk0 [all_outputs]

==> flow_summary.json <==
{
  "outcome": "finished clean",
  "r2r-start": "CURRENT_DISTANCE[3]",
  "min-delay-start": "CURRENT_DISTANCE[29]",
  "chipArea_um2": 247000,
  "max_cap_violations": 0,
  "yosys.area.top_type": "fa_1",
  "worst_path_most_repeated_cell": "buf_4",
  "dp_hpwl_mm": 216,
  "place_inst": 12577,
  "ys.flops": 68,
  "num_vias": 61403,
  "critPathMaxFanout": 107,
  "yosys_area_um2": 73500,
  "cpMaxStageDelayCell": "fa_1",
  "drtIter0Drc": 3255,
  "fp_util_pct": 30.2,
  "worstPathArrival_ns": 14.41,
  "num-fill-cells": 24345,
  "cts_tree": "yes",
  "fin_hold_ws_ns": 0.539,
  "period_needed_ns": 14.05,
  "ys_seq_share_pct": 2.54,
  "max_stage_delay_ns": 0.56,
  "holdBufCountCts": 0,
  "top_cell_area_share_pct": 43.1,
  "slew_headroom_pct": 36.6,
  "gr-total-overflow": 0,
  "top_cells_by_area": "fa_1 (43%), ha_1 (14%), inv_1 (11%), nor2_1 (3.9%), nand2_1 (3.6%)",
  "rows": 181,
  "htreeDepth": 3,
  "firstDrtPassIters": 6,
  "finalNonFillerCells": 12637,
  "clk-insertion-delay-late_ns": 0.42,
  "grt_max_degree": 108,
  "tightest_slew_ns": 0.944,
  "tool_warnings": 69,
  "drc": 0,
  "antenna_found_initial": 6,
  "reg2regPathDepth": 48,
  "rsz0062_at_grt": "true",
  "ys_cells": 8594,
  "edf_count": 33,
  "io_pins": 70,
  "path_class": "input port to flip-flop",
  "grt_pass1_wl_mm": 400,
  "finalClockSkew_ns": 0.0540,
  "wire_per_inst_um": 20.2,
  "worst_setup_path_start_kind": "input port",
  "cts_root_buf": "clkbuf_16",
  "async_flop_share_pct": 51.5,
  "ctsLongestPathBuffers": 2,
  "worstSetupStartpoint": "angle[3]",
  "first_global_vias": 66500,
  "antenna_left": 0,
  "hold_path.class": "flip-flop to flip-flop",
  "yosys_warnings": 1,
  "hold_viol": 0,
  "drv_slew": 0,
  "crit_path_end_kind": "flip-flop",
  "drt-total-wl_mm": 255,
  "grt_usage_pct": 22.2,
  "holdPathStages": 0,
  "reg2reg_slack_ns": 2.07,
  "ff_type": "edfxtp_1",
  "drive_above_1_share_pct": 15.0,
  "yosys.cell_types.count": 106,
  "clkSlewWorstSetupHoldPaths_ns": 0.12,
  "syn_avg_cell_area_um2": 8.55,
  "critPathRequiredTime_ns": 14.76,
  "min_to": "CURRENT_DISTANCE_D[29]",
  "port_buffers": 63,
  "place_congestion": 1.03,
  "fmaxAchievable_mhz": 71.2,
  "syn2layout_area_growth_pct": 18.6,
  "die_x_um": 497,
  "timing.setup.tns_ns": 0,
  "synth_area_um2": 73500,
  "cts_buffers": 9,
  "cts.sinks": 68,
  "timing.rr.end": "drawingRequest",
  "die_y_um": 497,
  "core-area_um2": 243000,
  "avgViaCountPerCell": 4.86,
  "netlist_instances": 8594,
  "setup_viol_count_final": 0,
  "period_used_pct": 97.6
}
## cell usage in the layout, fill, tap and decap left out, types with 26 or more instances in the layout
cell,n
o22ai_1,34
ha_1,810
a31oi_1,43
inv_1,2048
or2_2,44
clkdlybuf4s50_1,52
nor3_1,89
o21ai_1,30
nand2_1,688
a211oi_1,30
a21o_1,77
buf_12,40
o211ai_1,31
xor2_1,72
nand3_1,98
nor2b_1,58
o21a_1,37
fa_1,1577
nand4_1,64
or3_1,39
nand2b_1,77
a21oi_1,309
nor4_1,37
edfxtp_1,33
o21bai_1,26
dfrtp_1,30
and2_1,41
buf_4,1018
nor2_1,744
buf_6,26
xnor2_1,280
o21ai_0,271
## final cells by class
class	instances	area, um^2	share of cell area (%)
Clock inverter	4	28.8	0.0330
Timing Repair Buffer	1156	9550	11.0
Multi-Input combinational cell	6101	63600	72.9
Antenna cell	2	5.00	0.00574
Clock buffer	12	279	0.320
Tap cell	3202	4010	4.59
Sequential cell	68	1870	2.15
Inverter	2092	7860	9.01
## stage by stage
stage | util (%) | cell area [um^2] | worst slack [ns]
final | 35.8 | 87200 | 0.350
after global routing | 35.8 | 87200 | -0.255
after CTS | 35.4 | 86100 | 0.000542
after detailed placement | 35.1 | 85400 | -1.22
after global placement | 35.1 | 85400 | -1.26
after floorplan | - | 73800 | 0.0112
## cell families after synthesis
| family | after synthesis | synth area share (%) |
|---|---|---|
| AND-OR/OR-AND | 1200 | 10.5 |
| XOR/XNOR | 368 | 4.41 |
| adder cells (fa/ha/maj) | 2403 | 57.1 |
| buffers and inverters | 2431 | 12.6 |
| flip-flops | 68 | 2.54 |
| multiplexers | 9 | 0.129 |
| other | 1 | 0.00510 |
| AND/OR/NAND/NOR | 2114 | 12.8 |
## repair_timing
| action | 4_1_cts | 5_1_grt |
|---|---|---|
| buffers inserted | 9 | 31 |
| gates resized | 85 | 222 |
| hold endpoints to repair | 0 | 0 |
| pin swaps | 39 | 127 |
| cloned | 0 | 4 |
| endpoints found under the setup margin | 1 | 3 |
## cell usage after synthesis, types with 54 or more instances
cell / n
inv_1: 2065
o21ai_0: 310
nand4_1: 64
a21o_1: 77
fa_1: 1584
xnor2_1: 291
buf_1: 54
nor2_1: 767
nor2b_1: 62
a21oi_1: 336
xor2_1: 74
nand2_1: 703
nor3_1: 101
nand2b_1: 80
clkbuf_1: 252
nand3_1: 99
ha_1: 819
## sequential cells by signal, summed over array words and instances, names as in the netlist
signal,count
RGB_out,2
strike,1
CURRENT_DISTANCE,32
CURRENT_DISTANCE_D,32
drawingRequest,1
## critical path: cells and delay by family
family | cells | cell delay [ns]
simple gates | 7 | 1.07
xor+xnor | 10 | 1.81
compound gates | 16 | 2.81
buf+inv | 15 | 1.92
fa+ha+maj | 9 | 3.76
## how the worst max path moves through the flow
stage / end / cells after the start
5_1_grt: drawingRequest / 62
4_1_cts: drawingRequest / 60
6_report: drawingRequest / 57
## routing by layer
layer	global-route usage [%]	wire length, um
met2	34.1	115000
met3	7.61	24500
met1	30.7	107000
met4	5.31	9000
met5	0.154	88
