File: config.mk
export PLATFORM = sky130hd
export DESIGN_NAME = NumbersBitMap
export DESIGN_NICKNAME = NumbersBitMap
export VERILOG_FILES = /design/flow/design.v
export SDC_FILE = /design/flow/constraint.sdc
export NUM_CORES = 4
export LEC_CHECK = 1
export CORE_UTILIZATION = 50
File: constraint.sdc
current_design NumbersBitMap

set clk_period 1.0
set clk_io_pct 0.2

create_clock -name clk0 -period $clk_period [get_ports {clk}]

set non_clock_inputs [all_inputs -no_clocks]
set_input_delay [expr $clk_period * $clk_io_pct] -clock clk0 $non_clock_inputs
set_output_delay [expr $clk_period * $clk_io_pct] -clock clk0 [all_outputs]
File: design.v
module NumbersBitMap	(	
					input		logic	clk,
					input		logic	resetN,
					input 	logic	[10:0] offsetX, 
					input 	logic	[10:0] offsetY,
					input		logic	InsideRectangle,  
					input 	logic	[3:0] digit,  
					input		logic lastThree,
					output	logic				drawingRequest,  
					output	logic	[7:0]		RGBout
);
parameter  logic	[7:0] digit_color = 8'h00;  
bit [0:9] [0:31] [0:15] number_bitmap  = {
{16'b	0000001111100000,
16'b	0000111111111000,
16'b	0000111111111000,
16'b	0001111111111100,
16'b	0011111001111100,
16'b	0011100000111110,
16'b	0111100000011110,
16'b	0111100000011110,
16'b	1111100000011111,
16'b	1111000000001111,
16'b	1111000000001111,
16'b	1111000000001111,
16'b	1111000000001111,
16'b	1111000000001111,
16'b	1111000000001111,
16'b	1111000000001111,
16'b	1111000000001111,
16'b	1111000000001111,
16'b	1111000000001111,
16'b	1111000000001111,
16'b	1111000000001111,
16'b	1111000000001111,
16'b	1111000000001111,
16'b	1111000000011110,
16'b	1111100000011110,
16'b	0111110000111110,
16'b	0111110000111100,
16'b	0011111001111100,
16'b	0011111111111000,
16'b	0001111111111000,
16'b	0000111111110000,
16'b	0000011111000000},
{16'b	0000000011100000,
16'b	0000000111100000,
16'b	0000011111100000,
16'b	0000111111100000,
16'b	0001111111100000,
16'b	0011111111100000,
16'b	0111111011100000,
16'b	0111100011100000,
16'b	0111000011100000,
16'b	0010000011100000,
16'b	0000000011100000,
16'b	0000000011100000,
16'b	0000000011100000,
16'b	0000000011100000,
16'b	0000000011100000,
16'b	0000000011100000,
16'b	0000000011100000,
16'b	0000000011100000,
16'b	0000000011100000,
16'b	0000000011100000,
16'b	0000000011100000,
16'b	0000000011100000,
16'b	0000000011100000,
16'b	0000000011100000,
16'b	0000000011100000,
16'b	0000000011100000,
16'b	0000000011100000,
16'b	0000000011100000,
16'b	0111111111111111,
16'b	0111111111111111,
16'b	0111111111111111,
16'b	0111111111111111},
{16'b	0000111111100000,
16'b	0001111111110000,
16'b	0111111111111000,
16'b	1111111111111000,
16'b	1111110011111100,
16'b	1111000011111100,
16'b	1110000001111110,
16'b	0000000000111110,
16'b	0000000000111110,
16'b	0000000000111110,
16'b	0000000000111100,
16'b	0000000001111100,
16'b	0000000001111100,
16'b	0000000001111000,
16'b	0000000011111000,
16'b	0000000011111000,
16'b	0000000011111000,
16'b	0000000011110000,
16'b	0000000011100000,
16'b	0000000111000000,
16'b	0000001111000000,
16'b	0000011110000000,
16'b	0000111100000000,
16'b	0001111100000000,
16'b	0001111100000000,
16'b	0011111000000000,
16'b	0111110000000001,
16'b	1111100000000011,
16'b	1111111111111111,
16'b	1111111111111111,
16'b	1111111111111111,
16'b	1111111111111111},
{16'b	0000111111100000,
16'b	0001111111111000,
16'b	0111111111111000,
16'b	1111111111111000,
16'b	1111110011111100,
16'b	1111000001111100,
16'b	1110000001111100,
16'b	0000000000111110,
16'b	0000000000111100,
16'b	0000000000111100,
16'b	0000000000111100,
16'b	0000000001111100,
16'b	0000000011111000,
16'b	0000000011111000,
16'b	0001111111110000,
16'b	0001111111000000,
16'b	0001111111111000,
16'b	0001111111111000,
16'b	0000000011111100,
16'b	0000000001111110,
16'b	0000000000111111,
16'b	0000000000011111,
16'b	0000000000011111,
16'b	0000000000011111,
16'b	0000000000011111,
16'b	0000000000111111,
16'b	1110000001111110,
16'b	1111100011111110,
16'b	1111111111111100,
16'b	1111111111111000,
16'b	0111111111111000,
16'b	0001111111000000},
{16'b	0000000011111000,
16'b	0000000011111000,
16'b	0000000011111000,
16'b	0000000011111000,
16'b	0000000111111000,
16'b	0000001111111000,
16'b	0000001101111000,
16'b	0000011101111000,
16'b	0000011101111000,
16'b	0000111101111000,
16'b	0001111101111000,
16'b	0001111101111000,
16'b	0001111001111000,
16'b	0011111001111000,
16'b	0011110001111000,
16'b	0111100001111000,
16'b	0111100001111000,
16'b	1111000001111000,
16'b	1110000001111000,
16'b	1110000001111000,
16'b	1110000001111000,
16'b	1111111111111111,
16'b	1111111111111111,
16'b	1111111111111111,
16'b	0000000001111000,
16'b	0000000001111000,
16'b	0000000001111000,
16'b	0000000001111000,
16'b	0000000001111000,
16'b	0000000001111000,
16'b	0000000001111000,
16'b	0000000011111100},
{16'b	0111111111111111,
16'b	0111111111111111,
16'b	0111111111111110,
16'b	0111111111111100,
16'b	0111100000000000,
16'b	0111100000000000,
16'b	0111100000000000,
16'b	0111100000000000,
16'b	0111100000000000,
16'b	0111100000000000,
16'b	0111100000000000,
16'b	0111111111100000,
16'b	0111111111111000,
16'b	0111111111111000,
16'b	0111111111111100,
16'b	0010000011111110,
16'b	0000000001111110,
16'b	0000000000111111,
16'b	0000000000011111,
16'b	0000000000011111,
16'b	0000000000001111,
16'b	0000000000001111,
16'b	0000000000001111,
16'b	0000000000011111,
16'b	0000000000011111,
16'b	1000000000111110,
16'b	1100000001111110,
16'b	1111100011111100,
16'b	1111111111111000,
16'b	1111111111111000,
16'b	1111111111110000,
16'b	0001111111000000},
{16'b	0000000111111100,
16'b	0000011111111110,
16'b	0000111111111110,
16'b	0001111111111111,
16'b	0001111100001111,
16'b	0011111100000001,
16'b	0011111000000000,
16'b	0111110000000000,
16'b	0111100000000000,
16'b	1111100000000000,
16'b	1111000000000000,
16'b	1111000000000000,
16'b	1111000000000000,
16'b	1111001111111000,
16'b	1111111111111100,
16'b	1111111111111110,
16'b	1111111111111111,
16'b	1111111101111111,
16'b	1111100000011111,
16'b	1111000000001111,
16'b	1111000000000111,
16'b	1111000000000111,
16'b	1111000000000111,
16'b	1111000000000111,
16'b	1111100000001111,
16'b	1111100000001111,
16'b	0111110000011111,
16'b	0111111101111110,
16'b	0011111111111110,
16'b	0001111111111100,
16'b	0001111111111000,
16'b	0000011111100000},
{16'b	1111111111111111,
16'b	1111111111111111,
16'b	1111111111111111,
16'b	1111111111111111,
16'b	1100000000001111,
16'b	1000000000011111,
16'b	0000000000011111,
16'b	0000000000011110,
16'b	0000000000111110,
16'b	0000000000111100,
16'b	0000000001111100,
16'b	0000000001111000,
16'b	0000000011111000,
16'b	0000000011111000,
16'b	0000000011111000,
16'b	0000000011111000,
16'b	0000000011110000,
16'b	0000000011110000,
16'b	0000000011100000,
16'b	0000000011100000,
16'b	0000000111100000,
16'b	0000000111100000,
16'b	0000001111000000,
16'b	0000001111000000,
16'b	0000011110000000,
16'b	0000011110000000,
16'b	0000111110000000,
16'b	0000111100000000,
16'b	0000111100000000,
16'b	0001111100000000,
16'b	0001111100000000,
16'b	0001111100000000},
{16'b	0000111111110000,
16'b	0001111111111000,
16'b	0011111111111100,
16'b	0111111111111110,
16'b	0111111011111110,
16'b	1111100000111111,
16'b	1111100000011111,
16'b	1111000000001111,
16'b	1111000000001111,
16'b	1111000000001111,
16'b	1111100000011110,
16'b	0111110000111110,
16'b	0111111001111100,
16'b	0011111111111000,
16'b	0001111111111000,
16'b	0000111111100000,
16'b	0000111111110000,
16'b	0001111111111000,
16'b	0011111111111100,
16'b	0111111001111110,
16'b	1111100000111111,
16'b	1111000000001111,
16'b	1110000000001111,
16'b	1110000000000111,
16'b	1110000000000111,
16'b	1111000000001111,
16'b	1111100000011111,
16'b	1111111001111111,
16'b	1111111111111110,
16'b	0111111111111110,
16'b	0011111111111000,
16'b	0001111111110000},
{16'b	0000111111100000,
16'b	0001111111111000,
16'b	0011111111111000,
16'b	0111111111111100,
16'b	1111111011111100,
16'b	1111100000111110,
16'b	1111000000011110,
16'b	1111000000011111,
16'b	1110000000001111,
16'b	1110000000001111,
16'b	1110000000001111,
16'b	1110000000001111,
16'b	1111000000001111,
16'b	1111100000011111,
16'b	1111111011111111,
16'b	1111111111111111,
16'b	0111111111111111,
16'b	0011111111111111,
16'b	0001111111001111,
16'b	0000000000001111,
16'b	0000000000001111,
16'b	0000000000001111,
16'b	0000000000011110,
16'b	0000000000011110,
16'b	0000000000111110,
16'b	0000000001111100,
16'b	1000000011111100,
16'b	1111000011111000,
16'b	1111111111111000,
16'b	1111111111110000,
16'b	1111111111100000,
16'b	0011111100000000}
} ; 
always_ff@(posedge clk or negedge resetN)
begin
	if(!resetN) begin
		drawingRequest <=	1'b0;
	end
	else begin
			drawingRequest <= (number_bitmap[digit][offsetY][offsetX]) && (InsideRectangle == 1'b1 );	 
	end 
end
assign RGBout = lastThree==1'b1 ? 8'b11100000 : digit_color ;  
endmodule
File: run.sh
#!/bin/bash
# OpenROAD 26Q1-2900-gdf79404cd8, Yosys 0.63+post, stock flow scripts
make -C /OpenROAD-flow-scripts/flow DESIGN_CONFIG=/design/flow/config.mk WORK_HOME=/design/flow/orfs finish
==> impl_metrics.csv <==
group,metric,value,unit
sta,rsz0062_at_grt,"yes",
floorplanning,rows,32,
sta,fmax,0.244,GHz
floorplanning,chip_area,0.00825,mm²
setup_path,cp-end-kind,"flip-flop",
sta,slew_headroom,60.9,%
logic_synthesis,topCellsByArea,"o21ai_0 (8.7%), a21oi_1 (7.7%), clkbuf_1 (5.9%), ha_1 (5.4%), nor2_1 (4.9%)",
setup_path,crit_path_max_fanout,8,
finish,area_delta_synth_final,50.9,%
sta,setup_viol,1,
setup_path,worstSetupEndpoint,"drawingRequest",
logic_synthesis,ys_types,77,
finish,largest-register,"drawingRequest",
logic_synthesis,netlist_top_cells_count,"o21ai_0 (69), clkbuf_1 (62), a21oi_1 (61)",
sta,worst_slew_pin_slew,586,ps
setup_path,cp_cell_sequence,"clkdlybuf4s50_1 > inv_1 > ha_1 > xnor2_1 > fa_1 > inv_2 > ha_4 > nand2_2 > a211o_1 > and3_4 > nor2_8 > a21oi_2 > o41ai_2 > a21oi_1 > o21ai_1",
clocking,clk_pin_slew,0,ps
place,dpl-instance-area,0.00572,mm²
global_route,grt-busiest-layer,"met2",
place,gp_congestion,1.12,
logic_synthesis,yosys_cells,635,
run_status,status,"finished with violations",
logic_synthesis,ys_warn_count,1,
sta,hold_viol_final,0,
global_route,antenna_found_initial,0,
logic_synthesis,ys_area,0.00395,mm²
global_route,use_met3,9.25,%
routing,drc,0,
logic_synthesis,synth_flop_count,1,
logic_synthesis,top_area_share,8.75,%
power_and_ir_drop,powerDensity,1360,mW/mm²
finish,num-fill-cells,542,
global_route,track_usage,47.2,%
routing,route.vias.total,6280,
power_and_ir_drop,ir_drop,1010,µV
finish,largest_register_ffs,1,
finish,top_regs,"drawingRequest x1",
logic_synthesis,top_area_cell,"o21ai_0",
setup_path,worstSetupPathType,"in -> reg",
global_route,grt_pass1_vias,5620,
floorplanning,fp.dieH,90.9,µm
logic_synthesis,synth.most_common_cell,"o21ai_0",
routing,wl_per_cell,23.4,µm
place,port_buffers,29,
setup_path,critPathLaunch,"digit[1]",
routing,drt_iter0_markers,987,
job,cap_violations,0,
setup_path,arrival,4010,ps
finish,final_area,0.00596,mm²
logic_synthesis,yosysSeqAreaShare,0.634,%
setup_path,setup.worst_path.start_class,"primary input",
place,dp_hpwl,15.0,mm
power_and_ir_drop,power_leakage,0.00255,µW
setup_path,required,920,ps
logic_synthesis,ys.flop_type,"dfrtp_1",
logic_synthesis,syn-instance-count,635,
floorplanning,die_x,90.9,µm
sta,fin_crit,4090,ps
routing,vias_per_cell,6.94,
setup_path,slowest_delay,610,ps
hold_path,hold_class,"in -> async",
job,warning_count,31,
sta,hold_slack,358,ps
logic_synthesis,syn_area,0.00395,mm²
logic_synthesis,synth-edff-count,0,
sta,period_used_share,409,%
global_route,gr-total-overflow,0,
global_route,use_met2,72.2,%
routing,ant_nets,0,
logic_synthesis,avgSynthCellArea,6.22,µm²
routing,drtPass1Iterations,6,
routing,diodes,0,
setup_path,cp_slowest_cell,"clkdlybuf4s50_1",
sta,slew_viol_final,0,
floorplanning,ios,39,
floorplanning,core_area,0.00769,mm²
finish,drive_gt1_share,34.2,%
run_status,violations,"negative setup slack",
sta,fin_ws,-3090,ps
routing,wl,21.1,mm
logic_synthesis,ys_async_sr_fraction,100,%
power_and_ir_drop,power.total,8090,µW
global_route,use_met1,67.2,%
global_route,grt_max_degree,25,
floorplanning,fp_util,51.4,%
global_route,grt_pass1_wl,30.2,mm
## per-layer routing
| metal | vias to the layer above | wire length, µm | part of all wire (%) |
|---|---|---|---|
| li1 | 2734 | - | - |
| met1 | 2820 | 8080 | 38 |
| met2 | 577 | 8430 | 40 |
| met3 | 149 | 3200 | 15 |
| met4 | 0 | 1440 | 6.8 |
| met5 | - | 0 | 0 |
## worst max-delay path: cells and delay by family
family                     cells  cell delay, ps
and+or+nand+nor                3             470
AOI/OAI and AO/OA              5            1140
adders and majority gates      3            1120
buffers and inverters          3             920
xor gates and xnor gates       1             150
## layout by cell type, fill, tap and decap left out, types with 15 or more instances in the layout
| cell | instances |
|---|---|
| a31oi_1 | 15 |
| nor2_1 | 50 |
| a21oi_1 | 58 |
| nand2_1 | 35 |
| o21ai_1 | 15 |
| nor2b_1 | 15 |
| buf_4 | 204 |
| clkdlybuf4s50_1 | 18 |
| o21ai_0 | 65 |
| inv_1 | 21 |
## cells by family (layout without fill, tap and decap cells)
| group | Yosys count | count (layout) | share of synthesized area [%] |
|---|---|---|---|
| AND-OR/OR-AND | 293 | 293 | 48.9 |
| AND/OR/NAND/NOR | 186 | 187 | 24.3 |
| buffers and inverters | 105 | 268 | 11.1 |
| adder cells (fa/ha/maj) | 23 | 23 | 8.43 |
| XOR/XNOR | 23 | 23 | 5.48 |
| multiplexers | 3 | 3 | 1.08 |
| other | 1 | 5 | 0.0950 |
| flip-flops | 1 | 1 | 0.634 |
## through the flow
stage	setup TNS, ps	setup slack [ps]	util [%]	instances
after global placement	-2970	-2970	74.3	901
after detailed placement	-3070	-3070	74.3	901
after floorplan	-2450	-2450	-	639
after CTS	-2800	-2800	76.2	905
after global routing	-3210	-3210	77.5	905
final	-3090	-3090	77.5	905
## worst min-delay path by stage
stage / start / endpoint / slack (ps) / cells past startpoint
after CTS: resetN / drawingRequest / 360 / 1
after global routing: resetN / drawingRequest / 360 / 1
final: resetN / drawingRequest / 360 / 1
## power breakdown
group          switching [µW]  total (µW)  internal, µW
sequential               6.24        65.8          59.5
combinational            4450        8020          3570
clock                       0           0             0
## area by class of cell
cell class	count	area, µm²	area share, %
Tap cell	102	128	2.14
Multi-Input combinational cell	534	3740	62.8
Inverter	26	100	1.68
Sequential cell	1	25.0	0.420
Timing Repair Buffer	242	1960	33.0
## timing repair
| item | in CTS | in global routing |
|---|---|---|
| endpoints found under the setup margin | 1 | 1 |
| pin swaps | 27 | 17 |
| hold buffers | 0 | 0 |
| gates resized | 46 | 20 |
| gates cloned | 1 | 0 |
| setup buffers | 3 | 0 |
Power is estimated from default activity; no workload was simulated.
